$ cat flow/design.v
module Control_Unit #(
    parameter  integer DRAM_DATA_WIDTH=128,
    localparam integer DramBytesPerWord=DRAM_DATA_WIDTH/8,
    parameter  integer DRAM_ADDR_WIDTH=10,
    localparam integer DramAddrWidth=DRAM_ADDR_WIDTH+$clog2(DramBytesPerWord),
    parameter  integer SA_LENGTH=256,
    parameter  integer UB_ADDR_WIDTH=10,
    parameter  integer UB_NO_BANKS=8,
    localparam integer UbDataWidth=8*SA_LENGTH,
    localparam integer UbBytesPerWord=UbDataWidth/8,
    localparam integer UbAddrWidth=UB_ADDR_WIDTH+$clog2(UB_NO_BANKS)+$clog2(UbBytesPerWord),
    localparam integer OpcodeWidth=3,
    localparam integer ColWidth=$clog2(DramBytesPerWord),
    localparam integer RowWidth=DRAM_ADDR_WIDTH,
    localparam integer InstructionSize=OpcodeWidth+DramAddrWidth+UbAddrWidth+ColWidth+RowWidth,
    parameter  integer IM_ADDR_WIDTH=32
) (
    input  wire                                          CLK,
    input  wire                                          ASYNC_RST,
    input  wire                                          SYNC_RST,
    input  wire                                          EN,
    input  wire [InstructionSize-1:0]                    instruction,
    output reg                                           UB_brden,
    input  wire [7:0]                                    UB_rddata,
    output reg                                           UB_wren,
    output reg                                           UB_bwren,
    output reg  [UbAddrWidth-1:0]                        UB_wraddr,
    output reg  [UbAddrWidth-$clog2(UbBytesPerWord)-1:0] UB_bwraddr,
    output reg  [7:0]                                    UB_wrdata,
    output reg  [UbAddrWidth-1:0]                        UB_rdaddr,
    output reg  [UbAddrWidth-$clog2(UbBytesPerWord)-1:0] UB_brdaddr,
    input  wire [7:0]                                    DRAM_rddata,
    output reg  [DramAddrWidth-1:0]                      DRAM_rdaddr,
    output reg                                           DRAM_wren,
    output reg  [DramAddrWidth-1:0]                      DRAM_wraddr,
    output reg  [7:0]                                    DRAM_wrdata,
    output reg                                           DRAM_en,
    output reg                                           UB_en,
    output reg  [IM_ADDR_WIDTH-1:0]                      pc,
    output reg  [7:0]                                    NORM_shift_ammount,
    output reg  [7:0]                                    NORM_z,
    output reg                                           SA_load,
    output reg                                           SA_en
);
    typedef enum logic [1:0] {prepare, execute, finalize} state_e;
    typedef enum logic [OpcodeWidth-1:0] {
        nop,
        mvin,
        mvout,
        quantize,
        load,
        matmul
    } opcode_e;
    state_e cs, ns;
    opcode_e opcode;
    logic [DramAddrWidth-1:0] dram_addr;
    logic [UbAddrWidth-1:0]   ub_addr;
    logic [ColWidth-1:0]      no_cols;
    logic [RowWidth-1:0]      no_rows;
    logic [UbAddrWidth-1:0]   shift_ammount_addr;
    logic [UbAddrWidth-1:0]   zero_point_addr;
    logic [UbAddrWidth-1:0]   initial_weight_addr;
    assign opcode              = opcode_e'(instruction[InstructionSize-1:InstructionSize-OpcodeWidth]);
    assign dram_addr           = instruction[InstructionSize-OpcodeWidth-1-:DramAddrWidth];
    assign ub_addr             = instruction[InstructionSize-OpcodeWidth-DramAddrWidth-1-:UbAddrWidth];
    assign no_cols             = instruction[ColWidth+RowWidth-1:RowWidth];
    assign no_rows             = instruction[RowWidth-1:0];
    assign shift_ammount_addr  = instruction[2*UbAddrWidth-1:UbAddrWidth];
    assign zero_point_addr     = instruction[UbAddrWidth-1:0];
    assign initial_weight_addr = instruction[UbAddrWidth-$clog2(UbBytesPerWord)-1:0];
    logic [ColWidth-1:0]            col_counter;
    logic [ColWidth-1:0]            col_counter_prev;
    logic [ColWidth-1:0]            col_counter_prev2;
    logic [RowWidth-1:0]            row_counter;
    logic [RowWidth-1:0]            row_counter_prev;
    logic [RowWidth-1:0]            row_counter_prev2;
    logic [$clog2(SA_LENGTH+1)-1:0] load_counter;
    always @(posedge CLK or negedge ASYNC_RST) begin
        if (~ASYNC_RST) begin
            cs                <= prepare;
            col_counter_prev  <= 0;
            col_counter_prev2 <= 0;
            row_counter_prev  <= 0;
            row_counter_prev2 <= 0;
        end
        else if (EN) begin
            if (SYNC_RST) begin
                cs                <= prepare;
                col_counter_prev  <= 0;
                col_counter_prev2 <= 0;
                row_counter_prev  <= 0;
                row_counter_prev2 <= 0;
            end
            else begin
                cs                <= ns;
                col_counter_prev  <= col_counter;
                row_counter_prev  <= row_counter;
                col_counter_prev2 <= col_counter_prev;
                row_counter_prev2 <= row_counter_prev;
            end
        end
    end
    always_comb begin
        ns = cs;
        case (cs)
            prepare: begin
                if (opcode != nop) begin
                    ns = execute;
                end
            end
            execute: begin
                case (opcode)
                    mvin, mvout: begin
                        if (row_counter_prev == no_rows) begin
                            ns = finalize;
                        end
                    end
                    quantize: begin
                        if (row_counter == 1) begin
                            ns = finalize;
                        end
                    end
                    load: begin
                        if (load_counter == SA_LENGTH) begin
                            ns = finalize;
                        end
                    end
                    default: begin
                        ns = finalize;
                    end
                endcase
            end
            finalize: begin
                ns = prepare;
            end
            default: begin
                ns = prepare;
            end
        endcase
    end
    always @(posedge CLK or negedge ASYNC_RST) begin
        if (~ASYNC_RST) begin
            pc           <= 0;
            UB_en        <= 0;
            DRAM_en      <= 0;
            row_counter  <= 0;
            col_counter  <= 0;
            load_counter <= 0;
            DRAM_wren    <= 0;
            DRAM_rdaddr  <= 0;
            DRAM_wraddr  <= 0;
            UB_wren      <= 0;
            UB_wrdata    <= 0;
            UB_wraddr    <= 0;
            UB_rdaddr    <= 0;
            UB_bwren     <= 0;
            UB_brden     <= 0;
            UB_bwraddr   <= 0;
            UB_brdaddr   <= 0;
            SA_en        <= 0;
            SA_load      <= 0;
        end
        else if (EN) begin
            if (SYNC_RST) begin
                pc           <= 0;
                UB_en        <= 0;
                DRAM_en      <= 0;
                row_counter  <= 0;
                col_counter  <= 0;
                load_counter <= 0;
                DRAM_wren    <= 0;
                DRAM_rdaddr  <= 0;
                DRAM_wraddr  <= 0;
                UB_wren      <= 0;
                UB_wrdata    <= 0;
                UB_wraddr    <= 0;
                UB_rdaddr    <= 0;
                UB_bwren     <= 0;
                UB_brden     <= 0;
                UB_bwraddr   <= 0;
                UB_brdaddr   <= 0;
                SA_en        <= 0;
                SA_load      <= 0;
            end
            else begin
                case (cs)
                    prepare: begin
                        case (opcode)
                            nop: begin
                                pc <= pc + 1;
                            end
                            mvin, mvout: begin
                                UB_en   <= 1'b1;
                                DRAM_en <= 1'b1;
                            end
                            quantize: begin
                                UB_en     <= 1'b1;
                                UB_rdaddr <= shift_ammount_addr;
                            end
                            load: begin
                                UB_en        <= 1'b1;
                                SA_load      <= 1'b1;
                                SA_en        <= 1'b1;
                                UB_brden     <= 1'b1;
                                UB_brdaddr   <= initial_weight_addr;
                                load_counter <= load_counter + 1;
                            end
                            default: begin
                            end
                        endcase
                    end
                    execute: begin
                        case (opcode)
                            mvin: begin
                                DRAM_rdaddr <= dram_addr +
                                    {row_counter[RowWidth-1:0], col_counter[ColWidth-1:0]};
                                UB_wraddr   <= ub_addr +
                                    {
                                        row_counter_prev2[RowWidth-1:0],
                                        {$clog2(UB_NO_BANKS){1'b0}},
                                        col_counter_prev2[ColWidth-1:0]
                                    };
                                UB_wrdata   <= DRAM_rddata;
                                col_counter <= col_counter + 1;
                                if (col_counter == no_cols - 1) begin
                                    col_counter <= 0;
                                    row_counter <= row_counter + 1;
                                end
                                if (col_counter_prev != 0 || row_counter_prev != 0) begin
                                    UB_wren <= 1;
                                end
                            end
                            mvout: begin
                                DRAM_wraddr <= dram_addr +
                                    {
                                        row_counter_prev2[RowWidth-1:0],
                                        col_counter_prev2[ColWidth-1:0]
                                    };
                                UB_rdaddr <= ub_addr +
                                    {
                                        row_counter[RowWidth-1:0],
                                        {$clog2(UB_NO_BANKS){1'b0}},
                                        col_counter[ColWidth-1:0]
                                    };
                                DRAM_wrdata <= UB_rddata;
                                col_counter <= col_counter + 1;
                                if (col_counter == no_cols - 1) begin
                                    col_counter <= 0;
                                    row_counter <= row_counter + 1;
                                end
                                if (col_counter_prev != 0 || row_counter_prev != 0) begin
                                    DRAM_wren <= 1;
                                end
                            end
                            quantize: begin
                                if (row_counter == 0) begin
                                    UB_rdaddr <= zero_point_addr;
                                end
                                else if (row_counter == 1) begin
                                    NORM_shift_ammount <= UB_rddata;
                                end
                                row_counter <= row_counter + 1;
                            end
                            load: begin
                                UB_brdaddr <= initial_weight_addr + {
                                    load_counter,
                                    {$clog2(UB_NO_BANKS){1'b0}}
                                };
                                load_counter <= load_counter + 1;
                            end
                            default: begin
                            end
                        endcase
                    end
                    finalize: begin
                        pc           <= pc + 1;
                        UB_en        <= 0;
                        DRAM_en      <= 0;
                        row_counter  <= 0;
                        col_counter  <= 0;
                        load_counter <= 0;
                        DRAM_wren    <= 0;
                        DRAM_rdaddr  <= 0;
                        DRAM_wraddr  <= 0;
                        UB_wren      <= 0;
                        UB_wraddr    <= 0;
                        UB_wrdata    <= 0;
                        UB_rdaddr    <= 0;
                        UB_bwren     <= 0;
                        UB_brden     <= 0;
                        UB_bwraddr   <= 0;
                        UB_brdaddr   <= 0;
                        SA_load      <= 0;
                        SA_en        <= 0;
                        case (opcode)
                            quantize: begin
                                NORM_z <= UB_rddata;
                            end
                            default: begin
                            end
                        endcase
                    end
                    default: begin
                    end
                endcase
            end
        end
    end
endmodule
$ cat flow/constraint.sdc
current_design Control_Unit

set clk_period 5.0
set clk_io_pct 0.2

create_clock -name clk0 -period $clk_period [get_ports {CLK}]

set non_clock_inputs [all_inputs -no_clocks]
set_input_delay [expr $clk_period * $clk_io_pct] -clock clk0 $non_clock_inputs
set_output_delay [expr $clk_period * $clk_io_pct] -clock clk0 [all_outputs]
$ cat flow/run.sh
#!/bin/bash
# OpenROAD 26Q1-2900-gdf79404cd8, Yosys 0.63+post, stock flow scripts
make -C /OpenROAD-flow-scripts/flow DESIGN_CONFIG=/design/flow/config.mk WORK_HOME=/design/flow/orfs finish
$ cat flow/config.mk
export PLATFORM = sky130hd
export DESIGN_NAME = Control_Unit
export DESIGN_NICKNAME = Control_Unit
export VERILOG_FILES = /design/flow/design.v
export SDC_FILE = /design/flow/constraint.sdc
export NUM_CORES = 4
export LEC_CHECK = 1
export CORE_UTILIZATION = 40
==> results.json <==
{
  "fp.dieArea_mm2": 0.0322,
  "clockRootBuffer": "clkbuf_16",
  "path_max_fanout": 3,
  "edf_count": 24,
  "clkTransAtPathRegs_ps": 60,
  "drv_slew": 0,
  "final.setup_skew_ps": 23.0,
  "yosys_cells": 1361,
  "drc": 0,
  "cap_violations": 0,
  "finalWorstSetupSlack_ps": 1490,
  "tightest_slew_ps": 720,
  "cts_resized": 0,
  "arrival_ps": 3910,
  "cp-start-kind": "input port",
  "r2r_slack_ps": 2160,
  "grt_pass1_vias": 10200,
  "cts_tree": "built",
  "rsz0062_at_grt": "no",
  "worst_path_largest_cell_delay_ps": 590,
  "crit_slowest_cell": "clkdlybuf4s50_1",
  "drt_iter0_drc": 840,
  "powerDensity_mw_per_mm2": 306,
  "flop_cell": "dfrtp_1",
  "hold_viol": 0,
  "crit_type": "input port to flop",
  "postRouteAntennaNets": 0,
  "clkLatencyLatePin_ps": 530,
  "grt.overflow.total": 0,
  "yosys_warnings": 1,
  "cts_buffer_depth": 3,
  "avgSynthCellArea_um2": 9.25,
  "grt_pass1_wl_um": 62200,
  "critical-path-top-delay-family": "AND-OR/OR-AND gates",
  "setup_violations": 0,
  "critPathCaptureType": "flop",
  "max_freq_mhz": 285,
  "wl_um": 40100,
  "coreArea_mm2": 0.0307,
  "hpwl_um": 30300,
  "synth_cells": 1361,
  "grt_max_degree": 77,
  "openroad.warnings": 28,
  "ys_chip_area_mm2": 0.0126,
  "gp_congestion": 0.947,
  "dr.pass1.iters": 24,
  "area_delta_synth_final_pct": 27.3,
  "initCoreUtil_pct": 40.9,
  "h-tree-depth": 1,
  "pre_cts_slack_ps": 978,
  "maxSlewHeadroom_pct": 52.0,
  "grt.total_usage_pct": 25.9,
  "portBuffers": 225,
  "period_used_pct": 70.2,
  "worst_ep_required_time_ps": 5400,
  "p_leak_nw": 6.85,
  "cts_sinks": 206,
  "drive_above_1_share_pct": 6.17,
  "crit_chain": "clkdlybuf4s50_1 > ha_1 > inv_1 > fa_1 > nand2b_1 > a2111oi_2 > o211ai_1 > a21oi_1 > o2111ai_1 > xnor2_1 > a22o_1",
  "vias": 11000,
  "synth-seq-cells": 206,
  "numCtsBuffers": 25,
  "wire_per_inst_um": 20.2,
  "rows": 64,
  "postCtsSetupRepairBufs": 0,
  "status": "completed",
  "antenna_found_initial": 0,
  "vias_per_cell": 5.53,
  "postSynth.asyncResetShare_pct": 88.3,
  "crit_buf_inv": 2,
  "dieWidth_um": 179,
  "finalSetupTns_ps": 0,
  "topCellsByArea": "dfrtp_1 36%, ha_1 7.1%, edfxtp_1 5.7%",
  "largest_area_cell": "dfrtp_1",
  "hold_path.class": "flop to flop",
  "die_height_um": 179,
  "ys_types": 81,
  "syn_area_mm2": 0.0126,
  "ys_seq_share_pct": 41.9,
  "synth_top_area_share_pct": 36.0,
  "io_pins": 240,
  "layout_min_cycle_time_ps": 3510,
  "insertedDiodeCount": 0,
  "vdd_drop_max_v": 0.000218,
  "ctsHoldBuffers": 0
}
where the power goes:
part / switching (mW) / internal (mW)
logic: 0.528 / 0.545
clock network: 0.708 / 1.15
registers: 0.134 / 1.85
worst min-delay path: cells and delay by family (launching register included):
kind	cells	cell delay [ps]
simple gates	2	100
flops	1	340
area by class of cell:
| type | count | area (um2) |
|---|---|---|
| Clock inverter | 9 | 126 |
| Inverter | 59 | 221 |
| Tap cell | 396 | 495 |
| Sequential cell | 206 | 5280 |
| Timing Repair Buffer | 246 | 2400 |
| Fill cell | 2800 | 14700 |
| Clock buffer | 36 | 717 |
| Multi-Input combinational cell | 1032 | 6780 |
through the flow:
step | cells | area [um2] | util, % | hold slack, ps | power, mW
floorplan | 1374 | 12600 | - | 414 | 2.48
global placement | 1939 | 15200 | 49.4 | 455 | 3.08
detailed placement | 1939 | 15200 | 49.4 | 466 | 3.08
CTS | 1984 | 16000 | 52.1 | 477 | 4.96
global route | 1984 | 16000 | 52.1 | 504 | 5.14
finish | 1984 | 16000 | 52.1 | 472 | 4.91
worst paths after layout:
| path | to | cells past startpoint | start |
|---|---|---|---|
| worst max-delay path | UB_wraddr[20]$_DFFE_PN0P_ | 11 | instruction[14] |
| worst min-delay path | UB_brdaddr[0]$_DFFE_PN0P_ | 2 | UB_brdaddr[0]$_DFFE_PN0P_ |
| worst max register to register | UB_wraddr[20]$_DFFE_PN0P_ | 10 | col_counter_prev2[0]$_DFFE_PN0P_ |
| worst min register to register | UB_brdaddr[0]$_DFFE_PN0P_ | 2 | UB_brdaddr[0]$_DFFE_PN0P_ |
| max in group asynchronous | pc[15]$_DFFE_PN0P_ | 2 | ASYNC_RST |
| min in group asynchronous | row_counter_prev2[5]$_DFFE_PN0P_ | 1 | ASYNC_RST |
layout by cell type, fill, tap and decap left out, types with 5 or more instances in the layout:
master	synthesis	layout
clkbuf_8	0	6
inv_1	59	59
clkbuf_16	0	25
a31oi_1	15	15
nor3_1	22	22
clkbuf_1	44	6
nand2_1	145	145
o211ai_1	9	9
a21o_1	26	26
nand3_1	39	39
edfxtp_1	24	24
nand2b_1	21	21
nor2b_1	8	8
ha_1	71	71
a211oi_1	7	7
clkdlybuf4s50_1	0	222
fa_1	5	5
o21ai_1	14	13
o21a_1	8	8
a22oi_1	5	5
xnor2_1	53	53
conb_1	1	14
o31ai_1	31	31
a21oi_1	77	77
nand4_1	13	13
nor2_1	100	100
nor4_1	10	8
o21ai_0	117	117
or3_1	9	9
a22o_1	29	29
nand3b_1	26	26
xor2_1	48	48
buf_4	17	21
and3_1	18	18
o31ai_2	7	7
a221oi_1	8	8
dfrtp_1	181	181
Yosys cell counts (5+ instances only):
cell and instances:
a31oi_1 15, a221oi_1 8, o31ai_2 7, nand2_1 145, a22oi_1 5, nand2b_1 21
a22o_1 29, a21o_1 26, buf_4 17, nor2b_1 8, nor2_1 100, nand3b_1 26
buf_2 12, fa_1 5, o211ai_1 9, dfrtp_1 181, o31ai_1 31, o21ai_1 14
nor3_1 22, inv_1 59, or3_1 9, a21oi_1 77, nand3_1 39, o21ai_0 117
ha_1 71, nor4_1 10, and3_1 18, edfxtp_1 24, a211oi_1 7, xor2_1 48
nand4_1 13, xnor2_1 53, o21a_1 8, clkbuf_1 44
kinds of logic after synthesis:
family,after synthesis,share of synthesized area (%)
buffers and inverters,136,4.80
adders and majority gates,76,7.85
muxes,2,0.169
and+or+nand+nor,446,17.6
other,1,0.0298
DFF,206,41.9
xor gates and xnor gates,101,7.03
AOI/OAI and AO/OA,393,20.6
state kept, by name (all words and copies together) (netlist names), 13 cells and up:
register	cells
UB_wraddr	21
DRAM_wraddr	14
pc	32
UB_brdaddr	13
DRAM_rdaddr	14
UB_rdaddr	21
per-layer routing:
metal	track usage [%]	share of wire, %	up-vias
li1	-	-	5294
met1	40.5	46	5249
met2	38.7	45	377
met3	5.28	6.7	49
met4	5.38	2.4	0
met5	0	0	-
Power figures rest on the tool's default switching activity, not on a simulated workload.
