**flow/design.v**
```verilog
module Carry_Save_Multiplier #(parameter WIDTH=8) (
    input  wire [WIDTH-1:0]   A,
    input  wire [WIDTH-1:0]   B,
    output wire [2*WIDTH-1:0] P
);
    wire [WIDTH+1:0] sum   [WIDTH:0];
    wire [WIDTH+1:0] carry [WIDTH:0];
    genvar i, j;
    generate
        for (i = 0; i <= WIDTH; i = i + 1) begin : gen_i
            for (j = 0; j <= WIDTH - 1; j = j + 1) begin : gen_j
                if (i == 0) begin
                    Math_Multiplier ma (
                        .A(A[j]),
                        .B(B[i]),
                        .C(1'b0),
                        .Cin(1'b0),
                        .S(sum[i][j]),
                        .Cout(carry[i][j])
                    );
                end
                else if (i == WIDTH) begin
                    Math_Multiplier ma (
                        .A(1'b1),
                        .B((j == 0) ? 1'b0 : carry[i][j-1]),
                        .C((j == WIDTH-1) ? 1'b0 : sum[i-1][j+1]),
                        .Cin(carry[i-1][j]),
                        .S(sum[i][j]),
                        .Cout(carry[i][j])
                    );
                end
                else begin
                    Math_Multiplier ma (
                        .A(A[j]),
                        .B(B[i]),
                        .C((j == WIDTH-1) ? 1'b0 : sum[i-1][j+1]),
                        .Cin(carry[i-1][j]),
                        .S(sum[i][j]),
                        .Cout(carry[i][j])
                    );
                end
                if (i == WIDTH) begin
                    assign P[i+j] = sum[i][j];
                end
            end
            if (i != WIDTH) begin
                assign P[i] = sum[i][0];
            end
        end
    endgenerate
endmodule
module Full_Adder (
    input  wire A,
    input  wire B,
    input  wire Cin,
    output reg  S,
    output reg  Cout
);
    always @(*) begin
        {Cout, S} = A + B + Cin;
    end
endmodule
module Math_Multiplier (
    input  wire A,
    input  wire B,
    input  wire C,
    input  wire Cin,
    output wire S,
    output wire Cout
);
    Full_Adder fa (
        .S(S),
        .Cout(Cout),
        .A(A & B),
        .B(C),
        .Cin(Cin)
    );
endmodule
```
**flow/run.sh**
```bash
#!/bin/bash
# OpenROAD 26Q1-2900-gdf79404cd8, Yosys 0.63+post, stock flow scripts
make -C /OpenROAD-flow-scripts/flow DESIGN_CONFIG=/design/flow/config.mk WORK_HOME=/design/flow/orfs finish
```
**flow/config.mk**
```make
export PLATFORM = sky130hd
export DESIGN_NAME = Carry_Save_Multiplier
export DESIGN_NICKNAME = Carry_Save_Multiplier
export VERILOG_FILES = /design/flow/design.v
export SDC_FILE = /design/flow/constraint.sdc
export NUM_CORES = 4
export LEC_CHECK = 1
export CORE_AREA = 10 10 114 114
export DIE_AREA = 0 0 124 124
```
**flow/constraint.sdc**
```tcl
current_design Carry_Save_Multiplier

set clk_period 16.4
set clk_io_pct 0.2

create_clock -name clk0 -period $clk_period

set non_clock_inputs [all_inputs -no_clocks]
set_input_delay [expr $clk_period * $clk_io_pct] -clock clk0 $non_clock_inputs
set_output_delay [expr $clk_period * $clk_io_pct] -clock clk0 [all_outputs]
```
==> impl_metrics.tcl <==
# flow metrics
set metrics [dict create \
    share_clk_of_total_power_pct 0 \
    drc 0 \
    holdPathStages 3 \
    arrival_ns 10.21 \
    die_area_sq_um 15400 \
    synth_chip_area_sq_um 1610 \
    timing.critical_path.slowest_stage_cell "sky130_fd_sc_hd__clkdlybuf4s50_1" \
    synth_stat.cells 170 \
    synth.yosys.warnings 2 \
    critical_path.startpoint_type "input pin" \
    cell_internal_pwr_mw 0.118 \
    achievable-frequency_ghz 0.0741 \
    logic_area_sq_um 1360 \
    placeableCoreArea_sq_um 10400 \
    maximum_number_of_pins_on_one_net_before_global_route_repair 9 \
    totalNegativeSetupSlack_ns 0 \
    switching_share_pct 37.5 \
    stage_log_warnings 32 \
    slew_headroom_pct 77.9 \
    vias_per_cell 3.34 \
    gr-usage-all-layers_pct 4.10 \
    postCtsSetupBuffers 0 \
    route.antenna.diode_count 0 \
    cellPowerDensity_nw_per_um2 96.4 \
    result_of_the_run "finished clean" \
    sequentialPowerShare_pct 0 \
    period_used_pct 82.3 \
    post_synth_num_cell_types 7 \
    initial_utilization_pct 15.4 \
    report.final.slew_viol_count 0 \
    worst_hold_startpoint "B[0]" \
    detail-route-antenna-nets 0 \
    vdd.ir_drop.worst_mv 0.0429 \
    grt_setup_unrepaired "no" \
    drt_pre_antenna_iters 4 \
    initialDrtViolationCount 29 \
    syn-instance-count 170 \
    cts_hold_buffers 0 \
    finalWeightedCongestion 0.781 \
    yosys.stat.seqShare_pct 0 \
    crit_path_max_fanout 8 \
    grt-ovfl-total 0 \
    total_of_endpoints_with_negative_setup_slack_in_the_final_report 0 \
    hold_violations_final 0 \
    die_h_microns 124 \
    fp-row-count 37 \
    fin_crit_ns 13.49 \
    detailroute.via_count 1067 \
    hp-class "in2out" \
    cp_endpoint_kind "output pin" \
    pwr-share-comb_pct 100.0 \
    cp_data_required_time_ns 13.12 \
    synth.avg_cell_area_sq_um 9.46 \
    p_leak_nw 0.787 \
    proportion_of_layout_cells_with_a_drive_suffix_above_1_pct 0 \
    synthToLayoutAreaGrowth_pct 22.1 \
    p_sw_mw 0.0709 \
    min_to "P[0]" \
    worst_hold_slack_ns 7.66 \
    ioPinCount 32 \
    drt-wirelength-per-cell_microns 9.24 \
    cpMostUsedCell "sky130_fd_sc_hd__fa_1" \
    routed_wl_mm 2.95 \
    tightestPinTransition_ns 0.330 \
    max_cap_violations 0 \
    synth_area_sq_um 1610 \
    fill_cells 1154 \
    final.clkbuf_count 0 \
    flops 0 \
    portBuffers 32 \
    place_hpwl_mm 2.77 \
    seq_area_sq_um 0 \
    critical-path-max-stage-delay_ns 0.55 \
    list_of_cells_traversed_by_the_critical_path "clkdlybuf4s50_1 -> and2_1 -> ha_1 -> fa_1 -> inv_1 -> fa_1 -> fa_1 -> fa_1 -> fa_1 -> inv_1 -> fa_1 -> ha_1 -> fa_1 -> fa_1 -> fa_1 -> inv_1 -> fa_1 -> fa_1 -> inv_1 -> fa_1 -> clkdlybuf4s50_1" \
    grt_first_pass_wirelength_mm 5.27 \
    cts_repair_resized_insts 0 \
    crit_path_class "in2out" \
    grt_antenna_before_repair 0 \
    die_width_microns 124 \
    grt_pass1_vias 1103 \
]
==> how the worst max path moves through the flow <==
stage | start | end | slack, ns
final | A[6] | P[14] | 2.91
after global routing | A[5] | P[14] | 2.53
after CTS | A[6] | P[14] | 2.82
==> cells in the mapped netlist (all sizes together) <==
cell type,count,share of area (%)
and2,22,8.6
buf,19,8.4
fa,48,60
ha,8,6.2
inv,31,7.2
nand2,42,9.8
==> cells in the final DEF (no fill, tap or decap), drive strengths merged <==
cell / instances
clkdlybuf4s50: 32
and2: 22
nand2: 42
ha: 8
fa: 48
inv: 31
==> critical path, delay by kind of cell <==
| kind | cells | cell delay [ns] |
|---|---|---|
| adder cells (fa/ha/maj) | 14 | 5.49 |
| buffers and inverters | 6 | 1.24 |
| AND/OR/NAND/NOR | 1 | 0.21 |
==> metrics by stage <==
step	utilization, %	total power, mW	worst slack [ns]	area, sq um	std cells
3_5_place_dp	18.8	0.204	2.84	1960	319
6_report	18.8	0.189	2.91	1960	319
4_1_cts	18.8	0.204	2.82	1960	319
5_1_grt	18.8	0.226	2.53	1960	319
2_1_floorplan	-	0.138	4.02	1610	170
3_3_place_gp	18.8	0.203	2.80	1960	319
==> layer usage <==
metal,vias up,part of all wire (%),GRT usage (%)
met2,36,42,6.13
met4,0,0,0
met1,536,45,5.86
li1,495,-,-
met5,-,0,0
met3,0,13,1.70
==> cell type report <==
class              instances  area share, %
multi-input cells        120           69.1
repair buffers            32           16.3
well taps                136           8.67
inverters                 31           5.93
==> power by group through the flow <==
stage         registers [mW]  logic, mW  clock network, mW
CTS                        0      0.204                  0
global route               0      0.226                  0
finish                     0      0.189                  0
==> logic make-up (layout without fill, tap and decap cells) <==
logic type | count (synthesis) | in the layout | synth area share, %
and+or+nand+nor | 64 | 64 | 18.4
adders and majority gates | 56 | 56 | 66.0
buffers and inverters | 50 | 63 | 15.6
No activity file was given, so power comes from the tool's default toggle rates.
